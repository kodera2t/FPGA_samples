$ cat flow/config.mk
export PLATFORM = sky130hd
export DESIGN_NAME = td4_logic
export DESIGN_NICKNAME = td4_logic
export VERILOG_FILES = /design/flow/design.v
export SDC_FILE = /design/flow/constraint.sdc
export NUM_CORES = 4
export LEC_CHECK = 1
export CORE_AREA = 10 10 99 99
export DIE_AREA = 0 0 109 109
$ cat flow/constraint.sdc
current_design td4_logic

set clk_period 3.1
set clk_io_pct 0.2

create_clock -name clk0 -period $clk_period [get_ports {CLOCK}]

set non_clock_inputs [all_inputs -no_clocks]
set_input_delay [expr $clk_period * $clk_io_pct] -clock clk0 $non_clock_inputs
set_output_delay [expr $clk_period * $clk_io_pct] -clock clk0 [all_outputs]
$ cat flow/design.v
`timescale 1ns / 1ps
module td4_top (
    output [3:0] clck,
	output [3:0] led,
	input RESET,
	input [3:0] IN,
	output [2:0] CS
	);
	assign CS=3'b110;
	reg [27:0] count;
	wire td4_CLOCK;
	wire [3:0] OUT;
	OSCH #( .NOM_FREQ("2.08")) IOSC
        (
          .STDBY(1'b0),
          .OSC(clk),
          .SEDSTDBY()
        );
     always @ (posedge clk)
     begin
		count = count+1;
     end
     assign td4_CLOCK = ~count[20];
	 assign clck = ~count[23:20];
	 assign led = ~OUT;
	 td4_logic td4(td4_CLOCK, RESET, IN, OUT);
endmodule
module td4_logic(
           input CLOCK,
           input RESET,
           input [3:0] IN,
           output reg [3:0] OUT
           );
   reg [3:0] A, B;  
   reg [3:0] PC;  
   reg [7:0] ROM [15:0];  
   reg C;  
   wire Cnext;
   wire [3:0] OP;  
   wire [3:0] IM;  
   wire [3:0] CHANNEL;  
   wire [3:0] ALU;
   wire LOAD0, LOAD1, LOAD2, LOAD3;
   wire SELECT_A, SELECT_B;
   assign IM = ROM[PC][3:0];
   assign OP = ROM[PC][7:4];
   always @(posedge CLOCK) begin
      C   <= ~RESET ? 0 :  Cnext;
      A   <= ~RESET ? 0 : ~LOAD0 ? ALU : A;
      B   <= ~RESET ? 0 : ~LOAD1 ? ALU : B;
      OUT <= ~RESET ? 0 : ~LOAD2 ? ALU : OUT;
      PC  <= ~RESET ? 0 : ~LOAD3 ? ALU : PC + 1;
   end
   assign SELECT_A = OP[0] | OP[3];
   assign SELECT_B = OP[0];
   assign LOAD0 =  OP[2] |  OP[3];
   assign LOAD1 = ~OP[2] |  OP[3];
   assign LOAD2 =  OP[2] | ~OP[3];
   assign LOAD3 = ~OP[2] | ~OP[3] | (~OP[0] & C);
   assign CHANNEL = (~SELECT_B & ~SELECT_A) ? A :
                    (~SELECT_B &  SELECT_A) ? B :
                    ( SELECT_B & ~SELECT_A) ? IN :
                    4'b0000;
   assign {Cnext, ALU} = CHANNEL + IM;
   initial begin
      ROM[0] =  ((8'b10110000)+(4'b0111&4'hf));   
      ROM[1] =  ((8'b00000000)+(4'b0001&4'hf));
      ROM[2] =  ((8'b11100000)+(4'b0001&4'hf));   
      ROM[3] =  ((8'b00000000)+(4'b0001&4'hf));
      ROM[4] =  ((8'b11100000)+(4'b0011&4'hf));   
      ROM[5] =  ((8'b10110000)+(4'b0110&4'hf));   
      ROM[6] =  ((8'b00000000)+(4'b0001&4'hf));
      ROM[7] =  ((8'b11100000)+(4'b0110&4'hf));   
      ROM[8] =  ((8'b00000000)+(4'b0001&4'hf));
      ROM[9] =  ((8'b11100000)+(4'b1000&4'hf));   
      ROM[10] = ((8'b10110000)+(4'b0000&4'hf));   
      ROM[11] = ((8'b10110000)+(4'b0100&4'hf));   
      ROM[12] = ((8'b00000000)+(4'b0001&4'hf));
      ROM[13] = ((8'b11100000)+(4'b1010&4'hf));   
      ROM[14] = ((8'b10110000)+(4'b1000&4'hf));   
      ROM[15] = ((8'b11110000)+(4'b1111&4'hf));   
   end
endmodule
$ cat flow/run.sh
#!/bin/bash
# OpenROAD 26Q1-2900-gdf79404cd8, Yosys 0.63+post, stock flow scripts
make -C /OpenROAD-flow-scripts/flow DESIGN_CONFIG=/design/flow/config.mk WORK_HOME=/design/flow/orfs finish
==> GITHUB_STEP_SUMMARY <==
## Implementation flow summary

| Metric | Value |
|---|---|
| Setup Crit Path Kind | `flip-flop to flip-flop` |
| Drt pass-1 iters | `3` |
| Hold Crit Endpoint | `A[2]` |
| Die height | `109 um` |
| Top cells, area | `dfxtp_1 39%, mux2i_1 8.0%, ha_1 5.0%, and2_1 4.0%, o21ai_0 4.0%` |
| Post-CTS Hold Fix Bufs | `0` |
| Post-DP HPWL | `1.72 mm` |
| Crit. End Element | `flip-flop` |
| Syn_area_per_cell | `9.31 um^2` |
| Ys Warns | `1` |
| DRC viols | `0` |
| Num CTS Buffers | `3` |
| Global-route wire length before repair | `3.93 mm` |
| Leak Pwr | `0.587 nW` |
| Worst r2r path cells | `9` |
| R2R Setup Slk | `510 ps` |
| Mapped Cells | `134` |
| TritonCTS Sinks | `24` |
| Least-Margin Pin Slew | `463 ps` |
| Rows | `32` |
| Pwr dens | `930 mW/mm^2` |
| Routed vias/inst | `3.63` |
| Post-CTS Resized | `0` |
| Fp util | `16.1%` |
| DP Area | `0.00141 mm^2` |
| Max-Cap Viols | `0` |
| Yosys top cell area share | `38.5%` |
| Post-Route WL | `2.22 mm` |
| 1st-iter DRT viols | `40` |
| Fmax | `0.386 GHz` |
| Worst Skew | `1.55 ps` |
| Via count | `875` |
| Slew headroom | `69.1%` |
| Pin count of the biggest net entering global routing | `15` |
| Max-slew violation count | `0` |
| Clk latency late pin | `260 ps` |
| R2R Path Start | `OP[1]` |
| Total setup buffers inserted after CTS | `0` |
| Worst Hold Class | `flip-flop to flip-flop` |
| GRT overflow | `0` |
| Final GP Congestion | `0.839` |
| Most common logic cells in the final layout | `24 x dfxtp_1, 10 x mux2i_1, 10 x nand2_1, 10 x o21ai_0` |
| Seq cells post-synth | `24` |
| Initial antenna violation count | `0` |
| Finish-stage setup viols | `0` |
| Hold path start | `A[2]` |
| R2r endpoint | `OP[1]` |
| Drt wl/cell | `9.22 um` |
| Final tally of hold violations | `0` |
| Vias in the first global route | `876` |
| I/O pin total | `10` |
| Outcome | `finished clean` |
| CP arrival | `2720 ps` |
| CTS tree | `done` |
| Worst EP required | `3230 ps` |
| Tool warning count | `29` |
| H-tree depth | `1` |
| # Cells Yosys | `134` |
| Post-Route Setup TNS | `0 ps` |
| Unrepaired setup endpoints after global routing | `false` |
| Mapped Area | `0.00125 mm^2` |
| Root Buffer | `clkbuf_8` |
| Startpoint Class | `flip-flop` |
| Area Growth Syn to Fin | `19.0%` |
| Final period util | `83.5%` |
| Chip Area, Yosys | `0.00125 mm^2` |
| Area leader, netlist | `dfxtp_1` |
| Clock slew at reported path FFs | `80 ps` |
| GRT Util Overall | `3.95%` |
| Final instance area | `0.00148 mm^2` |
| Worst VDD drop | `0.000287 V` |
| Largest fanout on the critical path | `11` |
| Min cycle time layout | `2590 ps` |
| I/O Buffers | `5` |
| Distinct lib cells | `40` |
| Hold-critical path depth | `2` |
| Antenna fix cells | `0` |
| Die Wd | `109 um` |
| Die ar. | `0.0119 mm^2` |
| ANT nets after route | `0` |
| Dominant logic cell type in the layout | `dfxtp_1` |
| Core area | `0.00773 mm^2` |
| Share of cells above drive strength 1 | `10.1%` |
| Clock buffer depth | `2` |
| Sequential area share after synthesis | `38.5%` |
## stage by stage
| step | setup WS (ps) | instances | util [%] | hold WS, ps | total power [mW] |
|---|---|---|---|---|---|
| after detailed placement | 536 | 237 | 18.3 | 476 | 1.12 |
| final | 511 | 241 | 19.2 | 486 | 1.38 |
| after global placement | 539 | 237 | 18.3 | 465 | 1.11 |
| after floorplan | 568 | 134 | - | 457 | 0.972 |
| after CTS | 505 | 241 | 19.2 | 488 | 1.40 |
| after global routing | 289 | 241 | 19.2 | 524 | 1.50 |
## cells by family (layout without fill, tap and decap cells)
group,count (synthesis),in the layout,synth area share [%]
and+or+nand+nor,46,46,19.8
AOI/OAI and AO/OA,27,27,16.9
DFF,24,24,38.5
buffers and inverters,14,19,4.91
muxes,11,11,9.13
adders and majority gates,6,6,6.62
xor gates and xnor gates,6,6,4.21
## sequential cells by signal (all words and copies together), names as in the netlist
register  cells
OP            3
IM            4
A             4
C             1
OUT           4
B             4
PC            4
## cells in the mapped netlist
cell / n
o21a_1: 1
a221oi_4: 1
clkbuf_1: 4
nor3_1: 2
a2111oi_2: 1
ha_1: 5
or2_4: 1
o211a_1: 3
o2bb2ai_1: 1
nor2b_1: 5
o21ai_0: 10
mux2i_2: 1
nand2_1: 10
o31ai_1: 2
a21oi_1: 2
buf_1: 1
nand2b_1: 3
nand3_1: 3
a21boi_0: 2
o21bai_1: 1
and2_1: 8
nand2_2: 1
nor4bb_1: 1
a311oi_1: 1
or2b_1: 1
o211ai_1: 1
inv_1: 6
buf_6: 1
buf_2: 1
a211o_1: 1
nor2b_2: 1
nor2_1: 8
xor2_1: 2
inv_2: 1
xnor2_1: 4
mux2i_1: 10
fa_1: 1
or3_1: 1
dfxtp_1: 24
nand4_1: 1
## area by class of cell
cell class | instances | area [um^2]
Inverter | 7 | 26.3
Sequential cell | 24 | 480
Timing Repair Buffer | 8 | 72.6
Multi-Input combinational cell | 96 | 706
Clock buffer | 3 | 41.3
Clock inverter | 1 | 30.0
Fill cell | 834 | 6240
Tap cell | 102 | 128
## power breakdown
| group | internal (mW) | switching, mW |
|---|---|---|
| clock | 0.172 | 0.0941 |
| sequential | 0.413 | 0.0753 |
| combinational | 0.300 | 0.325 |
| total | 0.885 | 0.495 |
## how the worst max path moves through the flow
| stage | end | start | cells after the start | slack (ps) |
|---|---|---|---|---|
| 4_1_cts | IM[0] | OP[1] | 10 | 510 |
| 5_1_grt | IM[0] | OP[1] | 10 | 290 |
| 6_report | OP[1] | OP[1] | 9 | 510 |
## routing by layer
layer	wire length (um)	track usage, %	up-vias
li1	-	-	467
met1	1200	5.43	405
met2	965	6.21	3
met3	51	1.19	0
met4	0	0.377	0
met5	0	0	-
## worst max-delay path, cell delays in order, from the launching register on
cell      delay, ps
dfxtp_1         420
buf_4           200
mux2i_1          80
nor2_1          140
inv_1            80
fa_1            430
xnor2_1         370
o211a_1         410
nor4bb_1        250
a311oi_1         70
Power figures rest on the tool's default switching activity, not on a simulated workload.
