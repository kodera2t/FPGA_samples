## flow/constraint.sdc

```tcl
current_design colorbar

set clk_period 6.3
set clk_io_pct 0.2

create_clock -name clk0 -period $clk_period [get_ports {clk}]

set non_clock_inputs [all_inputs -no_clocks]
set_input_delay [expr $clk_period * $clk_io_pct] -clock clk0 $non_clock_inputs
set_output_delay [expr $clk_period * $clk_io_pct] -clock clk0 [all_outputs]
```

## flow/design.v

```verilog
module colorbar(
                input        clk,
                output       clken,
                output [3:0] vga_r,
                output [3:0] vga_g,
                output [3:0] vga_b,
                output reg   vga_hs,
                output reg   vga_vs
                );
   parameter H_ACTIVE_PIXEL_LIMIT = 640;
   parameter V_ACTIVE_LINE_LIMIT = 480;
   assign clken = 1'b1;
   reg [9:0]                 hs_cnt = 10'd0;
   reg [9:0]                 vs_cnt = 10'd0;
   reg                       vga_clk;
   always @(posedge clk) begin
      vga_clk = ~vga_clk;
   end
   reg [26:0] ch_cnt;
   reg        ch_clk;
   always @(posedge clk) begin
      if(ch_cnt == 27'd999999)
        ch_cnt = 27'd0;
      else begin
         if(ch_cnt == 0)begin
            ch_clk = 1'b1;
         end else begin
            ch_clk = 1'b0;
         end
         ch_cnt = ch_cnt + 1;
      end
   end
   reg [9:0] ch_x = 10'd300;
   reg [9:0] ch_y = 10'd300;
   reg [6:0] dy = 7'd1;
   always @(posedge ch_clk ) begin
      if(ch_x > H_ACTIVE_PIXEL_LIMIT - 32)
        ch_x <= 0;
      else begin
         ch_x <= ch_x + 2;
      end
      if(dy == 7'd31)
        dy <= 7'd1;
      else begin
         dy <= dy + 7'd1;
      end
      ch_y <= ch_y + dy - 16;
   end
   reg [7:0] rg = 8'h00;
   reg [5:0] rg_cnt = 5'd0;
   always @(posedge vga_clk) begin
      if(hs_cnt == 10'd799) begin
         hs_cnt <= 10'd0;
         rg <= 8'd0;
      end else begin
         hs_cnt <= hs_cnt + 1;
      end
      if(hs_cnt >= 10'd148 && hs_cnt < 10'd788) begin
         if(rg_cnt >= 6'd24) begin
            rg_cnt <= rg_cnt - 6'd24;
         end else begin
            rg_cnt <= rg_cnt + 6'd16;
         end
         rg <= rg + 8'd1;
      end
   end
   always @(posedge vga_clk) begin
      if(hs_cnt == 10'd0)
        vga_hs = 1'b0;
      else if(hs_cnt == 10'd96)
        vga_hs = 1'b1;
   end
   always @(posedge vga_clk) begin
      if(hs_cnt == 10'd144)
        i_hdisp = 1'b1;
      else if(hs_cnt == 10'd784)
        i_hdisp = 1'b0;
   end
   reg [3:0] b = 4'd0;
   reg [9:0] b_cnt = 10'd0;
   always @(posedge vga_hs) begin
      if(vs_cnt == 10'd520)
        vs_cnt = 10'd0;
      else
        vs_cnt = vs_cnt + 1;
      if(vs_cnt >= 10'd30 && vs_cnt < 10'd510) begin
         if(b_cnt >= 480 - 16) begin
            b_cnt = b_cnt + 16 - 480;
            b = b + 1;  
         end else
           b_cnt = b_cnt + 16;  
      end
   end
     always @(posedge vga_hs) begin
        if(vs_cnt == 10'd0)
          vga_vs = 1'b0;
        else if(vs_cnt == 10'd2)
          vga_vs = 1'b1;
        else
          vga_vs = vga_hs;
     end
   reg i_hdisp, i_vdisp;
   always @(posedge vga_hs) begin
      if(vs_cnt == 10'd31)
        i_vdisp = 1'b1;
      else if(hs_cnt == 10'd511)
        i_vdisp = 1'b0;
   end
   wire [9:0]disp_x = hs_cnt - 148;
   wire [9:0] disp_y = vs_cnt - 30;
   reg [31:0] line;
   wire [9:0] spr_y = disp_y - ch_y;
   always @(spr_y) begin
      case (spr_y)
        10'd00: line = 32'b00000000000000111111000000000000;
        10'd01: line = 32'b00000000000011111111110000000000;
        10'd02: line = 32'b00000000000111111111111000000000;
        10'd03: line = 32'b00000000001111111111111100000000;
        10'd04: line = 32'b00000000001111111111111100000000;
        10'd05: line = 32'b00000000001111111111001100111110;
        10'd06: line = 32'b00000000001111111111001101111111;
        10'd07: line = 32'b00000000001111111111111101111111;
        10'd08: line = 32'b00000000001111111111111101111111;
        10'd09: line = 32'b00000000001111111101111101111111;
        10'd10: line = 32'b00000000000111111110000100111110;
        10'd11: line = 32'b00000000000011111111111000111100;
        10'd12: line = 32'b00000000000001111111110001111100;
        10'd13: line = 32'b00000001111111111111111111111100;
        10'd14: line = 32'b00000011111111111111111111111100;
        10'd15: line = 32'b00001111111111111111111111111000;
        10'd16: line = 32'b00011111111111111111111111100000;
        10'd17: line = 32'b00011111111111111111111110000000;
        10'd18: line = 32'b00011111111111111111111100000000;
        10'd19: line = 32'b00011111000111111111111100000000;
        10'd20: line = 32'b00111111100111111111111100000000;
        10'd21: line = 32'b01111111100111111111111111111000;
        10'd22: line = 32'b01111111100111111111111111111100;
        10'd23: line = 32'b00111111000111111111111111111100;
        10'd24: line = 32'b00000000000111111111111111111100;
        10'd25: line = 32'b00000011100111111111110001111110;
        10'd26: line = 32'b00000011111111111000000011111111;
        10'd27: line = 32'b00000011111111111000000011111111;
        10'd28: line = 32'b00000011111111110000000011111111;
        10'd29: line = 32'b00000011111111100000000000000000;
        10'd30: line = 32'b00000011111000000000000000000000;
        10'd31: line = 32'b00000011110000000000000000000000;
        default: line = 32'b00000000000000000000000000000000;
      endcase
   end
   wire [11:0] rgb =
               (disp_x >= ch_x && disp_x < ch_x + 32 && disp_y >= ch_y && disp_y < ch_y + 32 &&
                (line[31 - (disp_x - ch_x)]) ? 12'h00f : {rg, b});
   assign vga_r = (i_hdisp && i_vdisp) ? rgb[11:8] : 4'd0;
   assign vga_g = (i_hdisp && i_vdisp) ? rgb[7:4] : 4'd0;
   assign vga_b = (i_hdisp && i_vdisp) ? rgb[3:0] : 4'd0;
endmodule
```

## flow/run.sh

```bash
#!/bin/bash
# OpenROAD 26Q1-2900-gdf79404cd8, Yosys 0.63+post, stock flow scripts
make -C /OpenROAD-flow-scripts/flow DESIGN_CONFIG=/design/flow/config.mk WORK_HOME=/design/flow/orfs finish
```

## flow/config.mk

```make
export PLATFORM = sky130hd
export DESIGN_NAME = colorbar
export DESIGN_NICKNAME = colorbar
export VERILOG_FILES = /design/flow/design.v
export SDC_FILE = /design/flow/constraint.sdc
export NUM_CORES = 4
export LEC_CHECK = 1
export CORE_UTILIZATION = 40
```

==> out/metrics.sh <==
FINAL_CORE_UTILIZATION_PCT=44.5
FLOORPLAN.INITIALDENSITY_PCT=41.3
UNCLOCKED_PINS=68
CLOCK_INSERTION_DELAY_WORST_SKEW_NS=0.27
ANTENNA_LEFT=0
YOSYS_WARNINGS=1
TRITONCTS='built'
FLOW.AREA_GROWTH_FROM_SYNTHESIS_PCT=7.79
MAIN_KIND_OF_COMBINATIONAL_LOGIC_BY_AREA='simple AND/OR/NAND/NOR gates'
YOSYS_AREA_UM2=6890
PRE_CTS_WS_NS=4.25
NUMBER_OF_ANTENNA_VIOLATIONS_AT_THE_FIRST_CHECK_IN_GLOBAL_ROUTING=0
PLACE_CONGESTION=0.915
AVERAGE_DETAILED_ROUTED_WIRE_LENGTH_PER_INSTANCE_UM=12.7
MIN-DELAY-PATH-CLASS='reg2reg'
WORST_EP_REQUIRED_TIME_NS=6.46
CRITPATHCAPTURETYPE='register'
PLACED_CELLS_INCL_TAPS=1034
POST_SYNTH_INSTANCE_AREA_UM2=6890
SYNTH-SIMPLE-AREA-SHARE_PCT=20.9
CLOCK_SKEW_NS=0.00251
FIN_CRIT_SH_PCT=32.4
FINALSETUPVIOLCOUNT=0
SYNTH_TOP_FLOP_CELL='sky130_fd_sc_hd__dfxtp_1'
VDD_IR_DROP_MAX_V=0.000136
CRITICAL_SETUP_PATH_KIND='reg2reg'
RSZ0062_AT_GRT='no'
POSTSYNTHAREAPERCELL_UM2=8.40
TIMING.SETUP.TNS_NS=0
WORST-ENDPOINT-ARRIVAL_NS=2.20
FINAL_DESIGN_AREA_NO_FILL_UM2=7430
LAYOUT_TOP_CELLS='sky130_fd_sc_hd__nor2_1, sky130_fd_sc_hd__dfxtp_1, sky130_fd_sc_hd__ha_1'
FINALHOLDVIOLATIONS=0
SYNTH_TOP_AREA_SHARE_PCT=22.7
SEQ_SHARE_SYNTH_PCT=30.9
ASYNCSETRESETFLOPFRACSYNTH_PCT=0
NUMBER_OF_WARNINGS_IN_THE_STAGE_LOGS=43
WORST-SLEW-PIN-TRANSITION_NS=0.867
PLACEMENT.IO_BUFFERS=14
ENDPOINTS_LEFT_UNCONSTRAINED=100
STATIC-LEAKAGE-POWER_nW=2.94
CHIPWIDTH_UM=133
YOSYS_REGISTER_BITS=97
SYNTH.CELLMIX.ADDERSHARE_PCT=14.5
CTS_HOLD_BUFFERS=0
CTSROOTBUFFERMASTER='sky130_fd_sc_hd__clkbuf_16'
PLACE.DETAILED.HPWL_UM=10500
YOSYS-MUX-AREA-FRACTION_PCT=1.36
GRT_OVERFLOW_TOTAL=0
FINAL_MAX_SLEW_VIOL_COUNT=0
CTS-RESIZED-GATES=0
DPL-INSTANCE-AREA_UM2=7250
DR.FIRST_ITER.DRC_COUNT=386
CTS.REPAIR_TIMING.SETUP_BUFFER_COUNT=0
FIN_CELLS=1042
MAX_CAPACITANCE_VIOLATION_TOTAL=0
FLOORPLAN.CORE_AREA_UM2=16700
EDF_COUNT=19
DIE_HEIGHT_UM=133
TIMING.FMAX_MHz=490
MIN_PERIOD_NS=2.04
CTS_INSERTED_BUFFERS=5
CRITICAL_PATH.MAX_FANOUT=6
GRT_PASS1_WL_UM=23100
WORST_SLACK_NS=4.26
DIE_AREA_UM2=17800
DRC_ERRORS=0
DETAILROUTE.VIA_COUNT=5417
DRTPASS1ITERATIONS=4
P_TOTAL_mW=0.462
POST_SYNTH_INST_COUNT=820
ROUTE.DETAILED.VIAS_PER_INST=5.20
NUMBER_OF_STANDARD_CELLS_REPORTED_BY_YOSYS=820
FRACTION_OF_FINAL_LAYOUT_CELLS_WITH_DRIVE_STRENGTH_GREATER_THAN_1_PCT=3.28
OUTCOME='finished clean'
NUMBER_OF_DISTINCT_LIBRARY_CELL_VARIANTS_IN_THE_GATE_LEVEL_NETLIST_AFTER_SYNTHESIS=66
AOI_SHARE_PCT=13.8
HOLD_WS_NS=0.476
GRT_START_MAX_NET_PINS=27
CORE.ROWCOUNT=47
CLK_PIN_SLEW_WORST_PATHS_NS=0.05
CRITICAL_PATH.STARTPOINT_TYPE='register'
RELSLEWSLACK_PCT=41.7
YOSYS.AREA.TOP_TYPE='sky130_fd_sc_hd__dfxtp_1'
ROUTED_WIRELENGTH_UM=13200
TRACK_USAGE_PCT=15.8
ANTENNA_CELLS=0
VIA_COUNT_OF_THE_FIRST_GLOBAL_ROUTING_PASS=5061
SYNTHTOPCELLSBYAREA='sky130_fd_sc_hd__dfxtp_1, sky130_fd_sc_hd__ha_1, sky130_fd_sc_hd__edfxtp_1, sky130_fd_sc_hd__xnor2_1, sky130_fd_sc_hd__xor2_1'
SYNTH.CELLMIX.XORXNORSHARE_PCT=13.0
CTS-ROOT-TO-SINK-BUFFERS=2
POWER_DENSITY_nW_PER_UM2=62.2
IO-PIN-COUNT=16
TOP_LAYOUT_CELL='sky130_fd_sc_hd__nor2_1'
CTS_MAX_LEVEL=2
## critical path, stage by stage (launching register included)
cell                      delay (ns)
sky130_fd_sc_hd__dfxtp_1        0.38
sky130_fd_sc_hd__ha_1           0.22
sky130_fd_sc_hd__and3_1         0.25
sky130_fd_sc_hd__nand2_1        0.16
sky130_fd_sc_hd__or3_1          0.44
sky130_fd_sc_hd__nor2_1         0.21
sky130_fd_sc_hd__nand4_1        0.13
sky130_fd_sc_hd__xnor2_1        0.14
## layout make-up
class / instances / area, um^2
fill: 1646 / 9270
multi-input combinational: 627 / 4380
sequential: 97 / 2130
tap: 220 / 275
inverter: 66 / 248
timing repair buffer: 24 / 215
clock buffer: 6 / 139
clock inverter: 2 / 36.3
## logic make-up (layout without fill, tap and decap cells)
group,count (synthesis),count (layout)
xor gates and xnor gates,102,102
muxes,8,8
AOI/OAI and AO/OA,142,142
DFF,97,97
adders and majority gates,78,78
buffers and inverters,96,98
and+or+nand+nor,296,296
other,1,1
## report_power, final
| group | internal (mW) | switching (mW) | total [mW] |
|---|---|---|---|
| registers | 0.185 | 0 | 0.185 |
| clock network | 0.197 | 0.0805 | 0.277 |
| logic | 0 | 0.00000847 | 0.0000105 |
| total | 0.382 | 0.0805 | 0.462 |
## synth_stat cells (2+ instances only)
library cell                count
sky130_fd_sc_hd__o211ai_1       9
sky130_fd_sc_hd__mux2i_1        6
sky130_fd_sc_hd__fa_1           3
sky130_fd_sc_hd__nand2b_1       9
sky130_fd_sc_hd__o41ai_1        2
sky130_fd_sc_hd__nand4_1       14
sky130_fd_sc_hd__o2111ai_1      4
sky130_fd_sc_hd__o21bai_1       4
sky130_fd_sc_hd__nand2_1       51
sky130_fd_sc_hd__nand3b_1       2
sky130_fd_sc_hd__buf_2          9
sky130_fd_sc_hd__a31oi_1        8
sky130_fd_sc_hd__clkbuf_1      19
sky130_fd_sc_hd__dfxtp_1       78
sky130_fd_sc_hd__a311oi_1       3
sky130_fd_sc_hd__nand3_1       41
sky130_fd_sc_hd__and2_1         3
sky130_fd_sc_hd__a21oi_1       35
sky130_fd_sc_hd__o22ai_1        4
sky130_fd_sc_hd__ha_1          75
sky130_fd_sc_hd__a2111oi_0      5
sky130_fd_sc_hd__nor2_1        91
sky130_fd_sc_hd__o221a_2        2
sky130_fd_sc_hd__nor3_1        25
sky130_fd_sc_hd__nand4b_1       2
sky130_fd_sc_hd__nor2b_1       11
sky130_fd_sc_hd__a211oi_1       6
sky130_fd_sc_hd__edfxtp_1      19
sky130_fd_sc_hd__o21a_1         4
sky130_fd_sc_hd__o21ai_0       32
sky130_fd_sc_hd__inv_1         65
sky130_fd_sc_hd__or3_1          7
sky130_fd_sc_hd__xor2_1        41
sky130_fd_sc_hd__and4_1         2
sky130_fd_sc_hd__and3_1        18
sky130_fd_sc_hd__or4_1          2
sky130_fd_sc_hd__nor4_1        12
sky130_fd_sc_hd__a21o_1         7
sky130_fd_sc_hd__nor3b_1        3
sky130_fd_sc_hd__xnor2_1       61
## path summary, 6_finish.rpt
| kind | from | endpoint | slack, ns | cells past startpoint |
|---|---|---|---|---|
| max | ch_cnt[0]$_SDFF_PN0_ | ch_cnt[26]$_SDFF_PN0_ | 4.26 | 7 |
| min | ch_cnt[0]$_SDFF_PN0_ | ch_cnt[0]$_SDFF_PN0_ | 0.48 | 1 |
| max reg2reg | ch_cnt[0]$_SDFF_PN0_ | ch_cnt[26]$_SDFF_PN0_ | 4.26 | 7 |
| min reg2reg | ch_cnt[0]$_SDFF_PN0_ | ch_cnt[0]$_SDFF_PN0_ | 0.48 | 1 |
## metal layers
layer | GRT usage, % | share of wire [%]
met5 | 0 | 0
met1 | 25.2 | 54
met4 | 3.09 | 2.0
met3 | 0.932 | 2.7
met2 | 24.3 | 42
## flip-flops by register name, indices dropped and copies added (netlist names)
name,cells
i_vdisp,1
b_cnt,6
ch_clk,1
vga_vs,1
b,4
dy,7
ch_x,9
vga_clk,1
rg,8
vga_hs,1
ch_cnt,27
vs_cnt,10
hs_cnt,10
i_hdisp,1
ch_y,10
Power and IR drop assume default switching activity.
