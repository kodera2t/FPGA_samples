[flow/design.v]
module slow_blink(ck, led, CS);
input ck;
output reg [7:0] led;
output reg [2:0] CS;
reg [23:0] reg_cnt;
reg [2:0] func_cnt;
initial reg_cnt<=0;
initial func_cnt<=0;
always @( posedge ck ) begin
	reg_cnt <= reg_cnt+1'b1;
	if(reg_cnt == 'hffffff)begin
		func_cnt <= func_cnt+1;
		case(func_cnt)
			0: CS=3'b110;
			1: CS=3'b101;
			2: CS=3'b011;
			3: CS=3'b110;
			default:CS=3'b011;
		endcase		
		led<=~led;		
	end
end
endmodule
[flow/run.sh]
#!/bin/bash
# OpenROAD 26Q1-2900-gdf79404cd8, Yosys 0.63+post, stock flow scripts
make -C /OpenROAD-flow-scripts/flow DESIGN_CONFIG=/design/flow/config.mk WORK_HOME=/design/flow/orfs finish
[flow/config.mk]
export PLATFORM = sky130hd
export DESIGN_NAME = slow_blink
export DESIGN_NICKNAME = slow_blink
export VERILOG_FILES = /design/flow/design.v
export SDC_FILE = /design/flow/constraint.sdc
export NUM_CORES = 4
export LEC_CHECK = 1
export CORE_AREA = 10 10 102 102
export DIE_AREA = 0 0 112 112
[flow/constraint.sdc]
current_design slow_blink

set clk_period 3.9
set clk_io_pct 0.2

create_clock -name clk0 -period $clk_period [get_ports {ck}]

set non_clock_inputs [all_inputs -no_clocks]
set_input_delay [expr $clk_period * $clk_io_pct] -clock clk0 $non_clock_inputs
set_output_delay [expr $clk_period * $clk_io_pct] -clock clk0 [all_outputs]
==> impl_metrics.toml <==
# flow metrics
[run_status]
status = "finished, final reports clean"

[power]
intPower_uw = 530
power.switching_uw = 127
pwr-share-seq = 0.621
max-vdd-ir-drop_mv = 0.120
leakagePower_nw = 0.668
power_per_cell_area_mw_per_mm2 = 360
pwr-share-clk = 0.379
combinationalPowerShare = 0
power.switching_fraction = 0.193

[yosys]
syn_area_per_cell_um2 = 12.2
yosys_register_bits = 38
number_of_standard_cells_reported_by_yosys = 123
synth.yosys.chip_area_mm2 = 0.00150
syn_inst = 123
synth_cell_type_count = 21
yosysSeqAreaShare = 0.601
synth_warnings = 1
synthesis.area_mm2 = 0.00150

[critical_path]
critical_path.slowest_cell = "and3_1"
setup.worst_path.class = "register to register"
cpLargestDelayFamily = "simple AND/OR/NAND/NOR gates"
cp.buffers_inverters = 0
r2r_start = "reg_cnt[3]$_DFF_P_"
critPathArrivalTime_ns = 1.94
timing.critical_path.to_type = "register"
critical_path.max_stage_delay_ns = 0.60
crit_required_ns = 3.82
start_kind = "register"
timing.critical_path.cells = "nand4_4, nor4_4, and3_1"
maximum_fanout_encountered_on_the_critical_timing_path = 14
startpoint = "reg_cnt[3]$_DFF_P_"

[route]
vias = 821
diodes = 0
detail_route.wl_per_cell_um = 7.87
drt_iter0_markers = 24
viasPerCell = 3.32
drt-total-wl_um = 1940
ant_nets = 0
detail_route.drc_violations = 0
drt-pass1-iter-count = 3

[timing]
finalClockSkew_ns = 0.00600
max-slew-margin-rel = 0.607
hold_slack_ns = 0.398
final_period_minus_worst_setup_slack_ns = 2.02
fin_tns_setup_ns = 0
setup_slack_ns = 1.88
timing.final.crit_share = 0.519
hold_violations = 0
grt_setup_unrepaired = "no"
maxClockFrequency_mhz = 494
report.final.slew_viol_count = 0
setup_viol_count_final = 0
timing_worst_slew_pin_value_ns = 0.590

[cts]
cts_resized = 0
cts_setup_buffers = 0
worst_skew_pair.late_latency_ns = 0.28
tritoncts_num_sinks = 38
cts_root_buf = "clkbuf_8"
cts_max_path_buffers = 2
postCtsHoldBufs = 0
cts-buffers-inserted = 5
clkTransAtPathRegs_ns = 0.07
cts_tree = "yes"
cts.htree.levels = 2

[place]
gp_congestion = 0.737
port_buffers = 11
placed_cell_area_mm2 = 0.00174
estimated_wirelength_of_the_detail_placed_design_um = 1420
dp.cells = 239
post-place-ws_ns = 1.86

[floorplanning]
dieHeight_um = 112
chipWidth_um = 112
floorplan.die_area_mm2 = 0.0125
top_level_ports = 12
core_util_floorplan = 0.183
row_count = 33
core_mm2 = 0.00822

[cells_and_area]
areaGrowthSynthToFinish_pct = 21.8
layout_top_cells_excl_fill_tap = "dfxtp_1 (24), xnor2_1 (15), edfxtp_1 (14)"
post_route_non_filler_standard_cell_count = 247
layout-drive-gt1-share = 0.0986
final_cell_area_mm2 = 0.00183
lay_top_count = "dfxtp_1"

[global_routing]
antenna_found_initial = 0
grt_pass1_wl_um = 3480
grt_usage = 0.0317
grt_max_degree = 15
grt-ovfl-total = 0
first_global_vias = 811

[hold_path]
hold_start = "reg_cnt[0]$_DFF_P_"
timing.hold.worst.class = "register to register"

[run]
tool_warnings = 27
max_cap_violations = 0
[power groups by stage]
stage,Combinational (mW),Clock (mW),Sequential [mW]
CTS,0.000000270,0.260,0.408
global route,0.000000270,0.280,0.407
finish,0.000000270,0.249,0.408
[worst register-to-register path, delay by kind of cell, from the launching register on]
| kind | cells | cell delay (ns) |
|---|---|---|
| flops | 1 | 0.44 |
| simple gates | 3 | 1.23 |
[metal layers]
layer | share of wire | global-route usage | up-vias
met5 | 0 | 0 | -
met4 | 0.0062 | 0.00508 | 0
met3 | 0.087 | 0.0179 | 2
met2 | 0.38 | 0.0451 | 16
met1 | 0.52 | 0.0419 | 353
li1 | - | - | 450
[metrics by stage]
step | utilization | power (mW)
floorplan | - | 0.417
global placement | 0.212 | 0.417
detailed placement | 0.212 | 0.417
finish | 0.222 | 0.657
CTS | 0.222 | 0.668
global route | 0.222 | 0.688
[layout make-up]
cell class / count / area, um2
well taps: 105 / 131
repair buffers: 11 / 110
clock inverters: 3 / 16.3
fillers: 864 / 6390
flip-flops and latches: 38 / 901
clock buffers: 5 / 68.8
multi-input cells: 72 / 551
inverters: 13 / 48.8
[synthesized netlist by cell type]
cell type  count  area [um2]
nor2_1         6        22.5
nand4_1        3        18.8
xor2_1         7        61.3
a21o_1         1        7.51
nor3_2         1        10.0
edfxtp_1      14         420
o21bai_1       1        7.51
or3_1          1        6.26
and3_1         2        12.5
nor3_1         1        5.00
nor4_4         2        42.5
dfxtp_1       24         480
nand3_1       10        50.1
and4_1         1        8.76
ha_1           5        62.6
xnor2_1       15         131
nor4_2         1        12.5
nand2_1       12        45.0
nand4_2        2        25.0
nand4_4        1        21.3
inv_1         13        48.8
[cell families (layout without fill, tap and decap cells)]
family                     after synthesis  count (layout)  share of synthesized area
AOI/OAI and AO/OA                        2               2                     0.0100
xor gates and xnor gates                22              22                      0.128
adders and majority gates                5               5                     0.0417
buffers and inverters                   13              32                     0.0325
DFF                                     38              38                      0.600
and+or+nand+nor                         43              43                      0.187
[path summary, 6_finish.rpt]
kind / to / slack (ns) / depth (start not counted)
max: led[1]$_DFFE_PN_ / 1.88 / 3
min: reg_cnt[0]$_DFF_P_ / 0.40 / 1
max reg2reg: led[1]$_DFFE_PN_ / 1.88 / 3
min reg2reg: reg_cnt[0]$_DFF_P_ / 0.40 / 1
[flip-flops by register name, indices dropped and copies added (netlist names)]
signal	cells
reg_cnt	24
led	8
CS	3
func_cnt	3
Power figures rest on the tool's default switching activity, not on a simulated workload.
